==> flow/design.v <==
module QSPIShifter 
    (
        input clk,
        input reset,
        input we,
        input re,
        input [31:0] address,
        input [31:0] data_in,
        output reg [31:0] data_out,
        inout [3:0] sio,
        output reg cs_n
    );
    reg [2:0] state, sub_state;
    reg [7:0] command;
    reg write_to_chip, only_sio0;
    reg sio0_buf, sio1_buf, sio2_buf, sio3_buf;
    assign sio[0] = (write_to_chip | only_sio0) ? sio0_buf : 1'bz;
    assign sio[1] = (write_to_chip & !only_sio0) ? sio1_buf : 1'bz;
    assign sio[2] = (write_to_chip & !only_sio0) ? sio2_buf : 1'bZ;
    assign sio[3] = (write_to_chip & !only_sio0) ? sio3_buf : 1'bZ;
    always @(posedge clk) begin
        if(reset) begin
            cs_n = 1'b1;
            write_to_chip = 0;
            only_sio0 = 0;
            command = 8'h38;
            state = 3'b110;
            sub_state = 3'b000;
        end
        else begin
            case (state)
                3'b000: begin
                    cs_n = 1'b1;
                    write_to_chip = 0;
                    only_sio0 = 0;
                    case (sub_state)
                        3'b000: begin
                            state = 3'b000;
                            sub_state = 3'b001;
                        end
                        3'b001: begin
                            if (re) begin
                                state = 3'b001;
                                command = 8'h0b;
                            end
                            else if (we) begin
                                state = 3'b001;
                                command = 8'h02;
                            end
                            else state = 3'b000;
                            sub_state = 3'b000;
                        end
                    endcase
                end
                3'b001: begin
                    cs_n = 1'b0;
                    write_to_chip = 1;
                    case (sub_state)
                        3'b000: begin
                            sio0_buf = command[4];
                            sio1_buf = command[5];
                            sio2_buf = command[6];
                            sio3_buf = command[7];
                            sub_state = 3'b001;
                        end
                        3'b001: begin
                            sio0_buf = command[0];
                            sio1_buf = command[1];
                            sio2_buf = command[2];
                            sio3_buf = command[3];
                            state = 3'b010;
                            sub_state = 3'b000;
                        end
                        default: begin
                            sio0_buf = 1'b0;
                            sio1_buf = 1'b0;
                            sio2_buf = 1'b0;
                            sio3_buf = 1'b0;
                            state = 3'b000;
                            sub_state = 3'b000;
                        end
                    endcase
                end
                3'b010: begin
                    case (sub_state)
                        3'b000: begin
                            sio0_buf = address[20];
                            sio1_buf = address[21];
                            sio2_buf = address[22];
                            sio3_buf = address[23];
                            sub_state = 3'b001;
                        end
                        3'b001: begin
                            sio0_buf = address[16];
                            sio1_buf = address[17];
                            sio2_buf = address[18];
                            sio3_buf = address[19];
                            sub_state = 3'b010;
                        end
                        3'b010: begin
                            sio0_buf = address[12];
                            sio1_buf = address[13];
                            sio2_buf = address[14];
                            sio3_buf = address[15];
                            sub_state = 3'b011;
                        end
                        3'b011: begin
                            sio0_buf = address[8];
                            sio1_buf = address[9];
                            sio2_buf = address[10];
                            sio3_buf = address[11];
                            sub_state = 3'b100;
                        end
                        3'b100: begin
                            sio0_buf = address[4];
                            sio1_buf = address[5];
                            sio2_buf = address[6];
                            sio3_buf = address[7];
                            sub_state = 3'b101;
                        end
                        3'b101: begin
                            sio0_buf = address[0];
                            sio1_buf = address[1];
                            sio2_buf = address[2];
                            sio3_buf = address[3];
                            if (we) state = 3'b101;  
                            else if (re) state = 3'b011;  
                            else state = 3'b000;
                            sub_state = 3'b000;
                        end
                        default: begin
                            sio0_buf = 1'b0;
                            sio1_buf = 1'b0;
                            sio2_buf = 1'b0;
                            sio3_buf = 1'b0;
                            state = 3'b000;
                            sub_state = 3'b000;
                        end
                    endcase
                end
                3'b011: begin
                    write_to_chip = 0;
                    case (sub_state)
                        3'b000: begin
                            sub_state = 3'b001;
                        end
                        3'b001: begin
                            sub_state = 3'b010;
                        end
                        3'b010: begin
                            sub_state = 3'b011;
                        end
                        3'b011: begin
                            sub_state = 3'b100;
                        end
                        3'b100: begin
                            sub_state = 3'b101;
                        end
                        3'b101: begin
                            state = 3'b100;
                            sub_state = 3'b000;
                        end
                        default: begin
                            state = 3'b000;
                            sub_state = 3'b000;
                        end
                    endcase
                end
                3'b100: begin
                    case (sub_state)
                        3'b000: begin
                            data_out[4] = sio[0];
                            data_out[5] = sio[1];
                            data_out[6] = sio[2];
                            data_out[7] = sio[3];
                            sub_state = 3'b001;
                        end
                        3'b001: begin
                            data_out[0] = sio[0];
                            data_out[1] = sio[1];
                            data_out[2] = sio[2];
                            data_out[3] = sio[3];
                            sub_state = 3'b010;
                        end
                        3'b010: begin
                            data_out[12] = sio[0];
                            data_out[13] = sio[1];
                            data_out[14] = sio[2];
                            data_out[15] = sio[3];
                            sub_state = 3'b011;
                        end
                        3'b011: begin
                            data_out[8] = sio[0];
                            data_out[9] = sio[1];
                            data_out[10] = sio[2];
                            data_out[11] = sio[3];
                            sub_state = 3'b100;
                        end
                        3'b100: begin
                            data_out[20] = sio[0];
                            data_out[21] = sio[1];
                            data_out[22] = sio[2];
                            data_out[23] = sio[3];
                            sub_state = 3'b101;
                        end
                        3'b101: begin
                            data_out[16] = sio[0];
                            data_out[17] = sio[1];
                            data_out[18] = sio[2];
                            data_out[19] = sio[3];
                            sub_state = 3'b110;
                        end
                        3'b110: begin
                            data_out[28] = sio[0];
                            data_out[29] = sio[1];
                            data_out[30] = sio[2];
                            data_out[31] = sio[3];
                            sub_state = 3'b111;
                        end
                        3'b111: begin
                            data_out[24] = sio[0];
                            data_out[25] = sio[1];
                            data_out[26] = sio[2];
                            data_out[27] = sio[3];
                            state = 3'b000;
                            sub_state = 3'b000;
                        end
                        default: begin
                            state = 3'b000;
                            sub_state = 3'b000;
                        end
                    endcase
                end
                3'b101: begin
                    case (sub_state)
                        3'b000: begin
                            sio0_buf = data_in[4];
                            sio1_buf = data_in[5];
                            sio2_buf = data_in[6];
                            sio3_buf = data_in[7];
                            sub_state = 3'b001;
                        end
                        3'b001: begin
                            sio0_buf = data_in[0];
                            sio1_buf = data_in[1];
                            sio2_buf = data_in[2];
                            sio3_buf = data_in[3];
                            sub_state = 3'b010;
                        end
                        3'b010: begin
                            sio0_buf = data_in[12];
                            sio1_buf = data_in[13];
                            sio2_buf = data_in[14];
                            sio3_buf = data_in[15];
                            sub_state = 3'b011;
                        end
                        3'b011: begin
                            sio0_buf = data_in[8];
                            sio1_buf = data_in[9];
                            sio2_buf = data_in[10];
                            sio3_buf = data_in[11];
                            sub_state = 3'b100;
                        end
                        3'b100: begin
                            sio0_buf = data_in[20];
                            sio1_buf = data_in[21];
                            sio2_buf = data_in[22];
                            sio3_buf = data_in[23];
                            sub_state = 3'b101;
                        end
                        3'b101: begin
                            sio0_buf = data_in[16];
                            sio1_buf = data_in[17];
                            sio2_buf = data_in[18];
                            sio3_buf = data_in[19];
                            sub_state = 3'b110;
                        end
                        3'b110: begin
                            sio0_buf = data_in[28];
                            sio1_buf = data_in[29];
                            sio2_buf = data_in[30];
                            sio3_buf = data_in[31];
                            sub_state = 3'b111;
                        end
                        3'b111: begin
                            sio0_buf = data_in[24];
                            sio1_buf = data_in[25];
                            sio2_buf = data_in[26];
                            sio3_buf = data_in[27];
                            state = 3'b000;
                            sub_state = 3'b000;
                        end
                        default: begin
                            state = 3'b000;
                            sub_state = 3'b000;
                        end
                    endcase
                end
                3'b110: begin
                    cs_n = 1'b0;
                    write_to_chip = 1;
                    only_sio0 = 1;
                    command = 8'h38;
                    case (sub_state)
                        3'b000: begin
                            sio0_buf = command[7];
                            sub_state = 3'b001;
                        end
                        3'b001: begin
                            sio0_buf = command[6];
                            sub_state = 3'b010;
                        end
                        3'b010: begin
                            sio0_buf = command[5];
                            sub_state = 3'b011;
                        end
                        3'b011: begin
                            sio0_buf = command[4];
                            sub_state = 3'b100;
                        end
                        3'b100: begin
                            sio0_buf = command[3];
                            sub_state = 3'b101;
                        end
                        3'b101: begin
                            sio0_buf = command[2];
                            sub_state = 3'b110;
                        end
                        3'b110: begin
                            sio0_buf = command[1];
                            sub_state = 3'b111;
                        end
                        3'b111: begin
                            sio0_buf = command[0];
                            state = 3'b000;
                            sub_state = 3'b000;
                        end
                        default: begin
                            state = 3'b000;
                            sub_state = 3'b000;
                        end
                    endcase
                end
                default: begin
                    write_to_chip = 0;
                    only_sio0 = 0;
                    state = 3'b000;
                    sub_state = 3'b000;
                end
            endcase
        end
    end
endmodule
==> flow/run.sh <==
#!/bin/bash
# OpenROAD 26Q1-2900-gdf79404cd8, Yosys 0.63+post, stock flow scripts
make -C /OpenROAD-flow-scripts/flow DESIGN_CONFIG=/design/flow/config.mk WORK_HOME=/design/flow/orfs finish
==> flow/config.mk <==
export PLATFORM = sky130hd
export DESIGN_NAME = QSPIShifter
export DESIGN_NICKNAME = QSPIShifter
export VERILOG_FILES = /design/flow/design.v
export SDC_FILE = /design/flow/constraint.sdc
export NUM_CORES = 4
export LEC_CHECK = 1
export CORE_UTILIZATION = 30
==> flow/constraint.sdc <==
current_design QSPIShifter

set clk_period 2.5
set clk_io_pct 0.2

create_clock -name clk0 -period $clk_period [get_ports {clk}]

set non_clock_inputs [all_inputs -no_clocks]
set_input_delay [expr $clk_period * $clk_io_pct] -clock clk0 $non_clock_inputs
set_output_delay [expr $clk_period * $clk_io_pct] -clock clk0 [all_outputs]
==> results.toml <==
# yosys + openroad results
[clock_network]
cts.path.max_buffers = 2
h-tree-depth = 2
cts_tree = "done"
cts_hold_repair.buffers = 0
root_buffer = "clkbuf_8"
cts_resized = 0
clk_latency_ns = 0.31
clk_pin_slew_ns = 0.10
cts_buffers = 5
cts_setup_buffers = 0
clock_sinks = 56

[place]
routabilityCongestion = 0.9059
place_inst = 392
dpl.hpwl_mm = 4.927
io_buffer_count = 92
post-place-ws_ns = 0.1492
post_dp_cell_area_sq_um = 3451

[cells_and_area]
num-fill-cells = 716
regArea_sq_um = 1481
fin_cells = 400
logic_area_sq_um = 789.5
drive_above_1_share = 0.09396
area_delta_synth_final_pct = 49.21
final_area_sq_um = 3540

[synth]
ys_types = 40
synth_cells = 199
avgSynthCellArea_sq_um = 11.92
syn_area_sq_um = 2372
edf_count = 36
ys.flop_type = "edfxtp_1"
async_flop_share = 0
topCellsByArea = "edfxtp_1 (46%), dfxtp_1 (17%), a22oi_1 (4.4%)"
ys_warn_count = 5
numSynthFlops = 56
yosysSeqAreaShare = 0.6245
largest_area_cell = "edfxtp_1"
ys_area_sq_um = 2372
ys_cells = 199
top_area_frac = 0.4557

[final_timing]
fin_crit_ns = 2.104
hold_ws_ns = 0.3646
rsz0062_at_grt = "no"
max-slew-margin-rel = 0.5589
setup-tns-final_ns = 0
max_freq_mhz = 475.4
finalSetupViolCount = 0
timing.final.ws_setup_ns = 0.3964
clock_skew_ns = 0.006880
fin_crit_sh = 0.8414
final_max_slew_viol_count = 0
worstMarginPinSlew_ns = 0.6608
finalHoldViolations = 0

[global_routing]
grt_usage = 0.1760
grt_pass1_wl_mm = 10.88
grt_max_degree = 18
grt_overflow = 0
grt_pass1_vias = 2074
antenna_found_initial = 0

[worst_setup_path]
cp-end-kind = "flop"
critical_path_peak_fanout = 4
critPathLaunchType = "flop"
r2r_setup_slack_ns = 0.40
critical_path_required_ns = 2.48
cp-startpoint = "sub_state[1]"
r2r-start = "sub_state[1]"
arrival_ns = 2.08
path_class = "reg -> reg"

[routing]
n_antenna_cell = 0
vias_per_cell = 5.143
vias = 2057
drt-wirelength-per-cell_microns = 16.87
firstDrtPassIters = 4
drt_iter0_markers = 89
drc_errors = 0
ant_nets = 0
wirelength_mm = 6.746

[power]
p_clk_frac = 0.277
combinationalPowerShare = 0.140
p_seq_frac = 0.584
vdd_drop_max_mv = 0.2364
leakagePower_nw = 1.216
net-switching-power_mw = 0.4117
switching_share = 0.2362
p_per_area_nw_per_um2 = 492.5
internal_power_mw = 1.332

[floorplan]
rows = 32
die_w_microns = 90.93
io_pins = 105
die_area_sq_um = 8267
core-area_sq_um = 7687
initial_core_util = 0.3086
chipHeight_microns = 90.93

[flow_run]
maxCapViolations = 0
warning_count = 73

[hold_path]
hold_path.class = "in -> reg"
hold_start = "sio[1]"

[status]
outcome = "finished clean"
## stage by stage
step | power (mW) | util
after floorplan | 1.136 | -
after global placement | 1.282 | 0.4489
after detailed placement | 1.282 | 0.4489
after CTS | 1.755 | 0.4604
after global routing | 1.813 | 0.4604
final | 1.743 | 0.4604
## Yosys cell counts (all sizes together), types with 2 or more instances
cell type	number
nor3	8
a221oi	5
nand2	10
inv	7
or3	2
edfxtp	36
dfxtp	20
a222oi	4
or2	2
nand3	4
nor2	11
a211oi	2
a22oi	14
a21oi	5
buf	3
nor4	5
or4	5
a211o	3
clkbuf	12
a32oi	2
a22o	10
nor2b	2
o21ai	13
and3	5
## cells by family after synthesis
group,count (synthesis),share of synthesized area
buf+inv,22,0.04272
flops,56,0.6245
simple gates,56,0.1271
compound gates,65,0.2057
## layout make-up
cell class / count / share of cell area
Multi-Input combinational cell: 121 / 0.2230
Timing Repair Buffer: 106 / 0.2899
Inverter: 7 / 0.007423
Tap cell: 102 / 0.03606
Clock inverter: 2 / 0.004595
Sequential cell: 56 / 0.4185
Clock buffer: 6 / 0.02050
## state kept, by name (all words and copies together), names as in the netlist
register,flops
data_out,32
sub_state,8
sio,4
cs_n,1
state,7
command,4
## power by group through the flow
stage     clock [mW]  sequential [mW]  combinational [mW]
5_1_grt        0.525             1.02               0.267
4_1_cts        0.492             1.02               0.245
6_report       0.482             1.02               0.244
## layer usage
layer	up-vias	share of wire	GRT usage
li1	987	-	-
met5	-	0	0
met1	951	0.41	0.2461
met3	12	0.10	0.05827
met4	0	0.022	0.03968
met2	107	0.47	0.2765
## cell usage in the layout, fill, tap and decap left out, drive strengths merged, types with 2 or more instances in the layout
cell type | netlist | layout
o21ai | 13 | 13
nor4 | 5 | 5
a221oi | 5 | 5
buf | 3 | 14
and3 | 5 | 5
inv | 7 | 7
nor2 | 11 | 11
a22oi | 14 | 14
edfxtp | 36 | 36
a211oi | 2 | 2
dfxtp | 20 | 20
or2 | 2 | 2
nand2 | 10 | 10
or4 | 5 | 5
clkbuf | 12 | 6
a32oi | 2 | 2
nor2b | 2 | 2
clkdlybuf4s50 | 0 | 92
nand3 | 4 | 4
a211o | 3 | 3
nor3 | 8 | 8
a21oi | 5 | 5
a222oi | 4 | 4
a22o | 10 | 10
or3 | 2 | 2
## critical path: stages (launching register included)
cell and delay, ns:
dfxtp_1 0.32, or4_1 0.59, or4_1 0.50, nor2_1 0.36
## worst paths after layout
| path | depth (start not counted) | to |
|---|---|---|
| setup / recovery | 3 | data_out[26] |
| hold / removal | 0 | data_out[17] |
| setup reg to reg | 3 | data_out[26] |
| hold reg to reg | 2 | command[1] |
Power is estimated from default activity; no workload was simulated.
